## config.mk

```make
export PLATFORM = sky130hd
export DESIGN_NAME = async_fifo
export DESIGN_NICKNAME = async_fifo
export VERILOG_FILES = /design/flow/design.v
export SDC_FILE = /design/flow/constraint.sdc
export NUM_CORES = 4
export LEC_CHECK = 1
export CORE_UTILIZATION = 30
```

## constraint.sdc

```tcl
current_design async_fifo

set clk_period 5.1
set clk_io_pct 0.2

create_clock -name clk0 -period $clk_period [get_ports {rd_clk}]
create_clock -name clk1 -period $clk_period [get_ports {wr_clk}]

set non_clock_inputs [all_inputs -no_clocks]
set_input_delay [expr $clk_period * $clk_io_pct] -clock clk0 $non_clock_inputs
set_output_delay [expr $clk_period * $clk_io_pct] -clock clk0 [all_outputs]
```

## design.v

```verilog
module async_fifo #(parameter addr_size=4,data_size=8)
						(input rd_clk,wr_clk,rrst,wrst,rd_en,wr_en,input[data_size-1:0]wr_data,
						  output [data_size-1:0]data_out,output full,empty);
wire wfullen,rempty_en;
wire [addr_size-1:0]wr_addr,rd_addr;
wire [addr_size:0]wr_ptr,rd_ptr,sync_rdptr,sync_wptr;
assign wfullen=wr_en & ~full; 
assign rempty_en=rd_en & ~empty;
gray_ptr wr_gray(wr_clk,wrst, wfullen,full,1'b1,wr_ptr,wr_addr); 
gray_ptr rd_gray(rd_clk,rrst, rempty_en,1'b1,empty,rd_ptr,rd_addr);
rdptr_sync synrd(wr_clk,wrst,rd_ptr,sync_rdptr);
wrptr_sync syncwr(rd_clk,rrst,wr_ptr,sync_wptr);
fifo_empty f_emp(rd_clk,rrst,rd_ptr,sync_wptr,empty);
fifo_full f_full(wr_clk,wrst,wr_ptr,sync_rdptr,full );
fifo_mem_rd_wr mem1(wr_clk,wfullen,rempty_en,wr_addr,rd_addr,wr_data,data_out);
endmodule
module fifo_empty #(parameter addr_size=4)(input rclk,rrst,input[addr_size:0]rd_ptr,sync_wptr,output reg empty );
always@(posedge rclk or negedge rrst)
begin
if(!rrst) empty<=1'b1;
else if(rd_ptr==sync_wptr) empty<=1'b1;
else empty<=1'b0;
end
endmodule
module fifo_full #(parameter addr_size=4)(input wclk,wrst,input[addr_size:0]wr_ptr,sync_rdptr,output reg full );
always@(posedge wclk or negedge wrst)
begin
if(!wrst) full<=1'b0;
else if((wr_ptr[addr_size]!=sync_rdptr[addr_size] )&& (wr_ptr[addr_size-1]!=sync_rdptr[addr_size-1])&& 
				wr_ptr[addr_size-2:0]==sync_rdptr[addr_size-2:0]) full<=1'b1;
else full<=1'b0;
end
endmodule
module fifo_mem_rd_wr #(parameter addr_size=4,data_size=8)(input wr_clk,wr_en,rd_en,input[addr_size-1:0]wr_addr,rd_addr,
							input[data_size-1:0]wr_data,output[data_size-1:0]data_out);
localparam len=2**addr_size;							
reg [data_size-1:0]fifo_mem[0:len-1];				
assign data_out=rd_en?fifo_mem[rd_addr]:0;
always@(posedge wr_clk)
begin
	if(wr_en) fifo_mem[wr_addr]<=wr_data;
end
endmodule
module gray_ptr #(parameter addr_size=4)
				(input clk,rst, inc_en,full,empty,output reg[addr_size:0]nxt_gray,output[addr_size:0]mem_addr );
wire [addr_size:0] nxt_binary;
reg [addr_size:0] binary;	
always @(posedge clk or negedge rst)
if(!rst) begin binary<=0;nxt_gray<=0;end
else if(inc_en) begin binary<=nxt_binary;nxt_gray<=nxt_binary ^ (nxt_binary>>1);end
assign nxt_binary=binary+(inc_en & (~full|~empty));
assign mem_addr=binary[addr_size-1:0];
endmodule
module rdptr_sync #(parameter addr_size=4)(input wclk,wrst,input[addr_size:0]rd_ptr,output reg[addr_size:0]sync_rdptr);
reg [addr_size:0]temp;
always@(posedge wclk or negedge wrst) 
begin
if(!wrst)begin sync_rdptr<=0;
						temp<=0; end
else begin
			temp<=rd_ptr;
			sync_rdptr<=temp;
		end
end
endmodule
module wrptr_sync #(parameter addr_size=4)(input rclk,rrst,input[addr_size:0]wr_ptr,output reg[addr_size:0]sync_wptr);
reg [addr_size:0]temp;
always@(posedge rclk or negedge rrst) 
begin
if(!rrst)begin sync_wptr<=0;
						temp<=0; end
else begin
			temp<=wr_ptr;
			sync_wptr<=temp;
		end
end
endmodule
```

## run.sh

```bash
#!/bin/bash
# OpenROAD 26Q1-2900-gdf79404cd8, Yosys 0.63+post, stock flow scripts
make -C /OpenROAD-flow-scripts/flow DESIGN_CONFIG=/design/flow/config.mk WORK_HOME=/design/flow/orfs finish
```

==> reports/qor.yml <==
floorplan:
  die_y_um: 151.9
  num_rows: 54
  fp.dieW_um: 151.9
  floorplan.core_util_pct: 30.78
  ios: 24
  dieArea_sq_um: 23070
  coreArea_sq_um: 21890
power_and_ir_drop:
  vdd_drop_max_mv: 0.2344
  power_leakage_nw: 2.751
  power_mw: 4.197
  pwr_density_cell_nw_per_um2: 533.7
flow_run:
  log.warning_count: 27
  maxCapViolations: 0
synthesis:
  synth_area_sq_um: 6739
  avgSynthCellArea_sq_um: 17.97
  ys_ff: 168
  ys_types: 33
  syn_inst: 375
  yosysTopAreaCell: "edfxtp_1"
  top_cells_by_area: "edfxtp_1, dfrtp_1, mux4_1, mux2i_1, xnor2_1"
  synth_seq_share_pct: 71.91
  yosys-stat-area_sq_um: 6739
  yosysCellCount: 375
  synth_top_area_share_pct: 57.04
  yosys_warnings: 8
global_route:
  grt_max_degree: 32
  grt_antenna_before_repair: 0
  grt_pass1_vias: 3499
  grt.total_usage_pct: 11.79
  grt_pass1_wl_mm: 19.86
  grt_overflow_total: 0
setup_path:
  rrSetupSlack_ns: 2.50
  cp-start-kind: "input pin"
  critPathArrivalTime_ns: 3.19
  critical_path_peak_fanout: 11
  crit_type: "in -> out"
  r2r_cells: 7
  reg2reg_from: "rd_gray.binary[0]$_DFFE_PN0N_"
  endpoint_kind: "output port"
  crit_end: "data_out[0]"
  crit_start: "rd_en"
  timing.rr.end: "rd_gray.nxt_gray[3]$_DFFE_PN0N_"
  critPathRequiredTime_ns: 4.08
layout:
  fin_area_sq_um: 7864
  layout-drive-gt1-share_pct: 12.03
  final_cell_count_no_fill: 704
  syn_to_final_growth_pct: 16.69
  final_util_pct: 35.92
clocking:
  cts_tree: "yes"
  post_cts_buffers: 0
  clk_pin_slew_ns: 0.06
  hold_buffers: 0
  cts.sinks: 168
  ctsResizeCount: 0
drt:
  vias_per_cell: 4.689
  post-route-drc-count: 0
  num_antenna_cells: 0
  wl_per_cell_um: 17.63
  routed_wl_mm: 12.41
  drt_iter0_drc: 240
  ant_nets: 0
  drtPass1Iterations: 4
  num_vias: 3301
place:
  place_area_sq_um: 7241
  dpl_worst_slack_ns: 0.8684
  place_congestion: 0.8156
  post-place-cells: 671
  place_hpwl_mm: 7.873
  numPortBuffers: 22
sta:
  drv_slew: 0
  whs_ns: 0.2708
  tns_ns: 0
  rsz0062_at_grt: "no"
  max_slew_margin_pct: 38.34
  final_hold_viol_count: 0
  setup_violations: 0
  fin_skew_ns: 0.006900
  worst_pin_slew_ns: 0.9215
  fin_ws_ns: 0.8888
worst_hold_path:
  min_path_type: "reg -> reg"
run_status:
  status: "completed"
## placed cells by master (no fill, tap or decap)
master	n
nor2_1	13
clkdlybuf4s50_1	22
buf_4	13
or3_1	2
nand2b_1	7
mux4_1	17
clkbuf_1	3
mux4_2	7
and2_1	1
clkinv_4	1
a211o_1	2
edfxtp_1	128
xnor2_1	21
clkbuf_16	20
inv_1	1
nor2b_1	11
mux2i_1	24
clkinv_2	3
clkinvlp_4	2
inv_6	1
xor2_1	5
a2bb2oi_1	1
a21oi_1	1
nand2_1	26
a221o_1	8
ha_1	5
o22ai_1	8
clkinv_1	3
dfrtp_1	38
dfstp_2	1
nor3_1	6
nand3_1	8
o21ai_0	6
or3b_1	1
nand4_1	5
dfrtp_2	1
bufinv_16	2
## worst min path at each step
stage     depth (start not counted)  slack (ns)                             from                 endpoint
4_1_cts                           0        0.25  rd_gray.nxt_gray[3]$_DFFE_PN0N_  synrd.temp[3]$_DFF_PN0_
5_1_grt                           0        0.28  rd_gray.nxt_gray[3]$_DFFE_PN0N_  synrd.temp[3]$_DFF_PN0_
6_report                          0        0.27  rd_gray.nxt_gray[3]$_DFFE_PN0N_  synrd.temp[3]$_DFF_PN0_
## flip-flops by register name (all words and copies together) (netlist names)
register,flops
f_emp.empty,1
f_full.full,1
mem1.fifo_mem,128
rd_gray.binary,4
rd_gray.nxt_gray,5
syncwr.sync_wptr,5
syncwr.temp,5
synrd.sync_rdptr,5
synrd.temp,5
wr_gray.binary,5
wr_gray.nxt_gray,4
## cell usage after synthesis (all sizes together)
| master | n |
|---|---|
| dfstp | 1 |
| clkdlybuf4s18 | 1 |
| nand4 | 5 |
| ha | 5 |
| buf | 14 |
| a2bb2oi | 1 |
| clkinv | 2 |
| xnor2 | 21 |
| xor2 | 5 |
| edfxtp | 128 |
| or3 | 2 |
| and2 | 1 |
| nand2 | 26 |
| nor2b | 11 |
| mux2i | 24 |
| a211o | 2 |
| o22ai | 8 |
| nand2b | 7 |
| nor3 | 6 |
| o21ai | 6 |
| a221o | 8 |
| nor2 | 13 |
| clkbuf | 4 |
| a21oi | 1 |
| dfrtp | 39 |
| mux4 | 24 |
| or3b | 1 |
| inv | 1 |
| nand3 | 8 |
## critical path, cell delays in order
cell and delay (ns):
clkdlybuf4s50_1 0.46, nand2b_1 0.20, clkinv_1 0.23, nand2_1 0.26
a221o_1 0.34, o22ai_1 0.18, clkdlybuf4s50_1 0.50
## cells by family (layout without fill, tap and decap cells)
group	count (synthesis)	count (layout)	share of synthesized area, %
and+or+nand+nor	80	80	5.756
xor gates and xnor gates	26	26	3.379
DFF	168	168	71.91
adders and majority gates	5	5	0.9283
buffers and inverters	22	71	2.655
muxes	48	48	12.53
AOI/OAI and AO/OA	26	26	2.841
## per-layer routing
| metal | global-route usage (%) | part of all wire (%) | vias up |
|---|---|---|---|
| met5 | 0 | 0 | - |
| met2 | 17.42 | 47 | 115 |
| met4 | 1.762 | 1.6 | 0 |
| met3 | 6.684 | 10 | 13 |
| met1 | 16.15 | 41 | 1645 |
| li1 | - | - | 1528 |
## layout make-up
type                       count  area [sq um]
fill                        2013         14030
sequential                   168          4847
multi-input combinational    185          1714
clock buffer                  23         511.7
tap                          280         350.3
timing repair buffer          35         317.8
clock inverter                10         111.4
inverter                       3         11.26
## power by group
group          total (mW)  switching (mW)  leakage, nW  internal (mW)
registers            1.86           0.156         1.66           1.70
logic                1.02           0.515        0.786          0.508
clock network        1.32           0.503        0.301          0.815
Power and IR drop assume default switching activity.
